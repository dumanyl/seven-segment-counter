==> design.v <==
`timescale 1ns / 1ps
module binary_to_seven_segment(
    input [3:0] bin_in,
    output reg [6:0] hex_out
);
    always @* begin
        case (bin_in)
            4'h0: hex_out = 7'b0000001;
            4'h1: hex_out = 7'b1001111;
            4'h2: hex_out = 7'b0010010;
            4'h3: hex_out = 7'b0000110;
            4'h4: hex_out = 7'b1001100;
            4'h5: hex_out = 7'b0100100;
            4'h6: hex_out = 7'b0100000;
            4'h7: hex_out = 7'b0001111;
            4'h8: hex_out = 7'b0000000;
            4'h9: hex_out = 7'b0000100;
            4'hA: hex_out = 7'b0001000;
            4'hB: hex_out = 7'b1100000;
            4'hC: hex_out = 7'b0110001;
            4'hD: hex_out = 7'b1000010;
            4'hE: hex_out = 7'b0110000;
            4'hF: hex_out = 7'b0111000;
        endcase
    end
endmodule
`timescale 1ns / 1ps
module seven_segment_controller(
    input wire CLK100MHZ,
    input wire BTNU,    
    input wire BTND,    
    input wire BTNR,    
    input wire BTNL,    
    input [15:0] SW,    
    output CA, CB, CC, CD, CE, CF, CG,
    output [7:0] AN
);
    reg [7:0]  segment_state;
    reg [31:0] segment_counter;
    reg [3:0]  routed_vals;
    reg [3:0]  registers [0:3];
    wire [6:0] cat_out;
    reg slowCLK;
    reg [25:0] count = 0;
    always @(posedge CLK100MHZ) begin
        count <= count + 1;
        if (count == 50_000_000) begin
            count <= 0;
            slowCLK <= ~slowCLK;
        end
    end
    binary_to_seven_segment my_converter(
        .bin_in(routed_vals),
        .hex_out(cat_out)
    );
    assign {CA, CB, CC, CD, CE, CF, CG} = cat_out;
    assign AN = ~segment_state;
    initial begin
        segment_state = 8'b00000001;
        segment_counter = 0;
        registers[0] = 0; registers[1] = 0; registers[2] = 0; registers[3] = 0;
    end
    always @(posedge CLK100MHZ) begin
        if (segment_counter >= 100_000) begin
            segment_counter <= 0;
            segment_state <= {segment_state[6:0], segment_state[7]};
        end else segment_counter <= segment_counter + 1;
    end
    always @(posedge slowCLK) begin
        if (BTNR) begin
            registers[0] <= 0; registers[1] <= 0; registers[2] <= 0; registers[3] <= 0;
        end else if (BTNL) begin
            {registers[3], registers[2], registers[1], registers[0]} <= SW;
        end else if (BTNU) begin
            if (registers[0] < 4'hF) registers[0] <= registers[0] + 1;
            else begin
                registers[0] <= 0;
                if (registers[1] < 4'hF) registers[1] <= registers[1] + 1;
                else begin
                    registers[1] <= 0;
                    if (registers[2] < 4'hF) registers[2] <= registers[2] + 1;
                    else begin
                        registers[2] <= 0;
                        if (registers[3] < 4'hF) registers[3] <= registers[3] + 1;
                        else registers[3] <= 0;
                    end
                end
            end
        end else if (BTND) begin
            if (registers[0] > 0) registers[0] <= registers[0] - 1;
            else begin
                registers[0] <= 4'hF;
                if (registers[1] > 0) registers[1] <= registers[1] - 1;
                else begin
                    registers[1] <= 4'hF;
                    if (registers[2] > 0) registers[2] <= registers[2] - 1;
                    else begin
                        registers[2] <= 4'hF;
                        if (registers[3] > 0) registers[3] <= registers[3] - 1;
                        else registers[3] <= 4'hF;
                    end
                end
            end
        end
    end
    always @(posedge CLK100MHZ) begin
        case (segment_state)
            8'b00000001: routed_vals = registers[0];
            8'b00000010: routed_vals = registers[1];
            8'b00000100: routed_vals = registers[2];
            8'b00001000: routed_vals = registers[3];
            default:      routed_vals = 0;
        endcase
    end
endmodule
==> run.sh <==
#!/bin/bash
# OpenROAD 26Q1-2900-gdf79404cd8, Yosys 0.63+post, stock flow scripts
make -C /OpenROAD-flow-scripts/flow DESIGN_CONFIG=/design/flow/config.mk WORK_HOME=/design/flow/orfs finish
==> config.mk <==
export PLATFORM = sky130hd
export DESIGN_NAME = seven_segment_controller
export DESIGN_NICKNAME = seven_segment_controller
export VERILOG_FILES = /design/flow/design.v
export SDC_FILE = /design/flow/constraint.sdc
export NUM_CORES = 4
export LEC_CHECK = 1
export CORE_UTILIZATION = 50
==> constraint.sdc <==
current_design seven_segment_controller

set clk_period 5.2
set clk_io_pct 0.2

create_clock -name clk0 -period $clk_period [get_ports {CLK100MHZ}]

set non_clock_inputs [all_inputs -no_clocks]
set_input_delay [expr $clk_period * $clk_io_pct] -clock clk0 $non_clock_inputs
set_output_delay [expr $clk_period * $clk_io_pct] -clock clk0 [all_outputs]
==> flow_metrics.tcl <==
# flow metrics
set metrics [dict create \
    drtPass1Iterations 4 \
    ys_cells 486 \
    cap_violations 0 \
    insertion_delay_ns 0.34 \
    route.detailed.drc 0 \
    drt-initial-drc-count 119 \
    cts.htree.levels 3 \
    hold_end "count[23]" \
    coreArea_um2 8382 \
    ff_type "dfxtp_1" \
    yosysWarnings 3 \
    whs_ns 0.4464 \
    netlist_instances 486 \
    num_io_pins 36 \
    clock_skew_ns 0.01475 \
    synthArstFlopShare_pct 0 \
    cpMostUsedCell "inv_1" \
    place_congestion 0.8803 \
    cts_resized 0 \
    cp_slowest_cell "a22oi_1" \
    regToRegSetupSlack_ns 2.80 \
    ys.flops 90 \
    total_power_mw 1.077 \
    syn-cell-area_um2 4424 \
    synth.distinct_cells 58 \
    crit_chain "nor2b_1, a22o_1, a22oi_1, inv_1, ha_1, inv_1, nor3_1, a211o_1" \
    post_cts_buffers 0 \
    die_area_um2 9228 \
    final_hold_viol_count 0 \
    grt_pass1_vias 3029 \
    setup_viol 0 \
    die_x_um 96.07 \
    cp.arrival_ns 2.63 \
    cts_tree "done" \
    rsz0062_at_grt "no" \
    rr_worst_depth 8 \
    detail-route-antenna-nets 0 \
    p_per_area_nw_per_um2 211.5 \
    rr_endpoint "cat_out[6]" \
    period_used_pct 46.16 \
    slew_headroom_pct 38.78 \
    worst_slack_ns 2.799 \
    cp.depth 8 \
    diodes 0 \
    synth-edff-count 9 \
    status "finished clean" \
    yosysTopAreaCell "dfxtp_1" \
    avgSynthCellArea_um2 9.103 \
    area_growth_syn_to_layout_pct 15.07 \
    grt_max_degree 36 \
    hpwl_mm 5.790 \
    place_ws_ns 2.833 \
    power_leakage_nw 1.931 \
    tns_ns 0 \
    worstSetupPathType "reg -> reg" \
    cpPeakStageDelay_ns 0.55 \
    rr_startpoint "segment_state[0]" \
    vias 3408 \
    whs_path_depth 1 \
    unclocked_regs 16 \
    period_needed_ns 2.401 \
    crit_family "AND-OR/OR-AND gates" \
    viasPerCell 5.317 \
    drive_gt1_share_pct 5.784 \
    end_kind "register" \
    max_freq_mhz 416.6 \
    root_buffer "clkbuf_8" \
    worstHoldStart "count[23]" \
    avgRoutedWirePerCell_um 12.95 \
    rows 33 \
    start_kind "register" \
    ys_area_um2 4424 \
    crit_fanout 7 \
    clk_pin_slew_ns 0.08 \
    yosysSeqAreaShare_pct 42.76 \
    holdBufCountCts 0 \
    cts_buffers 9 \
    hp-class "reg -> reg" \
    die_y_um 96.07 \
    layout_top_cell "dfxtp_1" \
    cts_buffer_depth 2 \
    untimed_endpoints 16 \
    portBuffers 35 \
    grt_overflow 0 \
    antenna_found_initial 0 \
    critical_path_required_ns 5.43 \
    grt_pass1_wl_mm 13.97 \
    layout_top_cells "dfxtp_1, nor2_1, inv_1, clkdlybuf4s50_1, xor2_1" \
    floorplan.core_util_pct 52.78 \
    crit_buf_inv 2 \
    drv_slew 0 \
    warning_count 41 \
    vdd.ir_drop.worst_mv 0.1954 \
    synthTopCellsByArea "dfxtp_1, edfxtp_1, ha_1" \
    wl_mm 8.302 \
    track_usage_pct 19.83 \
    worstMarginPinSlew_ns 0.9184 \
    top_cell_area_share_pct 36.65 \
]
==> flip-flops by register name, indices dropped and copies added, names as in the netlist <==
signal / count
segment_counter: 32
count: 26
registers: 16
slowCLK: 1
segment_state: 8
cat_out: 7
==> final cells by class <==
cell class              count  area [µm²]
clock buffers               9       123.9
clock inverters             7       67.56
fillers                   749        3291
inverters                  36       135.1
multi-input cells         355        2361
flip-flops and latches     90        1892
well taps                 105       131.4
repair buffers             39       380.4
==> layer usage <==
layer  track usage, %  part of all wire [%]  vias up
li1                 -                     -     1805
met1            29.59                    49     1557
met2            32.98                    47       37
met3            2.410                   2.7        9
met4            2.612                   1.2        0
met5                0                     0        -
==> kinds of logic (layout without fill, tap and decap cells) <==
kind of cell	after synthesis	count (layout)	synth area share (%)
DFF	90	90	42.76
other	1	15	0.08476
and+or+nand+nor	168	168	19.43
muxes	15	15	3.422
buffers and inverters	55	91	5.062
xor gates and xnor gates	36	36	7.127
adders and majority gates	21	21	5.939
AOI/OAI and AO/OA	100	100	16.18
==> synthesized netlist by cell type, types with 7 or more instances <==
| library cell | n |
|---|---|
| a221oi_1 | 9 |
| clkbuf_1 | 12 |
| and3_1 | 9 |
| o21ai_0 | 13 |
| nor4_1 | 7 |
| edfxtp_1 | 9 |
| mux2i_1 | 14 |
| a22o_1 | 12 |
| xor2_1 | 23 |
| nand4_1 | 9 |
| a211oi_1 | 11 |
| nand3_1 | 22 |
| nor2b_1 | 9 |
| xnor2_1 | 13 |
| ha_1 | 21 |
| inv_1 | 36 |
| nor2_1 | 60 |
| dfxtp_1 | 81 |
| a21oi_1 | 21 |
| nand2_1 | 20 |
==> worst max path at each step <==
| stage | start | endpoint | slack, ns |
|---|---|---|---|
| CTS | segment_state[0] | AN[0] | 2.77 |
| global route | segment_state[0] | cat_out[6] | 2.58 |
| finish | segment_state[0] | cat_out[6] | 2.80 |
==> through the flow <==
step | cells | instance area [µm²] | utilization [%]
6_report | 641 | 5091 | 60.74
5_1_grt | 641 | 5091 | 60.74
4_1_cts | 641 | 5091 | 60.74
3_5_place_dp | 625 | 4900 | 58.46
3_3_place_gp | 625 | 4900 | 58.46
2_1_floorplan | 500 | 4477 | -
==> where the power goes <==
part / total [mW] / internal, mW / switching [mW]
Combinational: 0.0602 / 0.0300 / 0.0303
Clock: 0.432 / 0.220 / 0.212
Sequential: 0.585 / 0.583 / 0.00163
Total: 1.08 / 0.833 / 0.243
Power is estimated from default activity; no workload was simulated.
